==> design.v <==
module SME(clk,reset,chardata,isstring,ispattern,valid,match,match_index);
input clk;
input reset;
input [7:0] chardata;
input isstring;
input ispattern;
output match;
output [4:0] match_index;
output valid;
reg match;
reg [4:0] match_index;
reg valid;
reg [7:0] str[0:31], pat[0:7];
reg [5:0] idx;
reg [4:0] counter_str, counter_comp_str;
reg [3:0] counter_pat, counter_comp_pat, counter_comp_pat_temp;
reg [4:0] str_idx, star_occur;
reg locate_valid;
reg [2:0] compare_valid;
wire fn_input;
reg fail, fail_temp;
reg valid_temp;  
parameter HEAD = 8'h5E;  
parameter STAR = 8'h2A;  
parameter DOT = 8'h2E;  
parameter END = 8'h24;  
parameter SPACE = 8'h20;  
always@( posedge clk or posedge reset )
begin
	if( reset ) counter_str <= 5'd0;
	else if( isstring ) counter_str <= counter_str + 5'd1;
	else counter_str <= 5'd0;
end
always@( posedge clk or posedge reset )
begin
	if( reset ) counter_pat <= 3'd0;
	else if( valid_temp ) counter_pat <= 3'd0;
	else if( ispattern ) counter_pat <= counter_pat + 3'd1;
end
assign fn_input = ( isstring == 1'd0 && ispattern == 1'd0 )? 1'd1 : 1'd0 ;
always@( * )
begin
	case(pat[0])
	HEAD:
	begin 
		if( counter_comp_str == 5'd0 || str[counter_comp_str-5'd1] == SPACE )
			compare_valid = (!fail&&fn_input&&counter_comp_pat != counter_pat )? 1'd1:1'd0;
		else compare_valid = 1'd0;
	end
	STAR:begin end
	DOT: 
	begin
		compare_valid = ( !fail && fn_input && counter_comp_pat != counter_pat && pat[1] == str[counter_comp_str+5'd1] )? 1'd1:1'd0;		
	end
	default:
	begin
		compare_valid = ( !fail && fn_input && counter_comp_pat != counter_pat && pat[0]==str[counter_comp_str] )? 1'd1:1'd0;
	end
	endcase
end
always@( * )
begin
	if( valid_temp ) locate_valid <= 1'd0;
	else locate_valid <= ( fn_input ) ?  !compare_valid : 1'd0;
end
always@( * )
begin
	if( pat[0] == HEAD ) 
	begin
		if( counter_comp_str == 5'd0 && counter_comp_pat == 4'd0 ) str_idx = 5'd0;
		else 
		begin
			if( pat[counter_comp_pat-4'd1] == STAR ) 
				str_idx = counter_comp_str + counter_comp_pat + star_occur -1'd2 ;
			else 
				str_idx = counter_comp_str + counter_comp_pat - 1'd1;
		end
	end	
	else 
	begin
		if( pat[counter_comp_pat-4'd1] == STAR ) str_idx = counter_comp_str + counter_comp_pat + star_occur -1'd1 ;
		else str_idx = counter_comp_str + counter_comp_pat ;
	end
end
always@( posedge clk or posedge reset )
begin
	if( reset ) counter_comp_pat <= 4'd0;
	else if( locate_valid ) counter_comp_pat <= 4'd0;
	else if( str_idx == 5'd31 ) counter_comp_pat <= 4'd0;
	else if( compare_valid ) 
	begin
		if( pat[counter_comp_pat-4'd1] == STAR ) counter_comp_pat <= counter_comp_pat;
		else counter_comp_pat <= counter_comp_pat + 4'd1;
	end
	else counter_comp_pat <= 4'd0;
end
always@( posedge clk or posedge reset )
begin
	if( reset ) counter_comp_str <= 5'd0;
	else if( valid ) counter_comp_str <= 5'd0;
	else if( str_idx == 5'd31 ) counter_comp_str <= counter_comp_str +5'd1;
	else if( pat[0]==str[counter_comp_str] || pat[0]==HEAD || pat[0] == DOT || pat[0] ==STAR )  
	begin
		if( fail || locate_valid ) counter_comp_str <= counter_comp_str + 5'd1;
		else counter_comp_str <= counter_comp_str;
	end
	else if( fn_input )counter_comp_str <= counter_comp_str + 5'd1;
end
always@( posedge clk or posedge reset )
begin
	if( reset ) star_occur <= 5'd0;
	else if( locate_valid ) star_occur <= 5'd0;
	else if( str_idx == 5'd31 ) star_occur <= 5'd0;
	else if( compare_valid && pat[counter_comp_pat-4'd1] == STAR && pat[counter_comp_pat] != str[str_idx] )
		star_occur <= star_occur + 5'd1;
	else if( fail_temp ) star_occur <= star_occur + 5'd1;
end
always@( posedge clk or posedge reset )
begin
	if( reset ) counter_comp_pat_temp <= 4'd0;
	else if( fail_temp ) counter_comp_pat_temp <= 4'd0;
	else if( compare_valid && pat[counter_comp_pat-4'd1] == STAR && pat[counter_comp_pat] == str[str_idx] ) 
		counter_comp_pat_temp <= counter_comp_pat_temp + 4'd1;
end
always@( posedge clk or posedge reset )
begin
	if( reset ) fail <= 1'd0;
	else if( fail ) fail <= 1'd0;
	else if( counter_comp_pat_temp == counter_pat - counter_comp_pat ) fail <= 1'd0;
	else if( compare_valid )
	begin
		case( pat[counter_comp_pat] ) 
		str[str_idx]: if( pat[counter_comp_pat-4'd1] != STAR ) fail <= 1'd0;
		HEAD: fail <= 1'd0;		
		STAR: fail <= 1'd0;
		DOT: fail <= 1'd0;
		END:
		begin 	
			if( pat[0] == HEAD ) fail <= ( str[str_idx] == SPACE )? 1'd0 : 1'd1 ;
			else fail <= ( str[str_idx] == SPACE )? 1'd0 : 1'd1 ;
		end
		default: if( pat[counter_comp_pat-4'd1] != STAR ) fail <= 1'd1;	
		endcase
	end
end
always@( posedge clk or posedge reset )
begin
	if( reset ) fail_temp <= 1'd0;
	else if( fail_temp ) fail_temp <= 1'd0;
	else if( compare_valid && pat[counter_comp_pat] == str[str_idx] )
	begin
		if( counter_comp_pat_temp == counter_pat - counter_comp_pat ) fail_temp <= 1'd0;
		else if( str[str_idx+counter_comp_pat_temp]!=pat[counter_comp_pat+counter_comp_pat_temp] ) 
		begin
			if( pat[counter_comp_pat+counter_comp_pat_temp] != END ) fail_temp <= 1'd1;
		end
	end
end
always@( posedge clk or posedge reset )
begin
	if( reset ) 
	begin
		for( idx = 0 ; idx < 32 ; idx = idx + 1)
			str[idx] <= 8'd0;
	end 
	else if( ispattern && counter_str != 5'd0) 
	begin
		str[counter_str] <= 8'h20;
		str[counter_str+5'd1] <= 8'd0;		
	end
	else if( isstring ) str[counter_str] <= chardata;
end
always@( posedge clk or posedge reset )
begin
	if( reset ) 
	begin
		for( idx = 0 ; idx < 8 ; idx = idx + 1)
			pat[idx] <= 8'd0;
	end 
	else if( ispattern ) 
	begin
		if( counter_pat == 3'd0 ) 
		begin
			for( idx = 1 ; idx < 8 ; idx = idx + 1)
				pat[idx] <= 8'h0;
		end
		pat[counter_pat] <= chardata;
	end
end
always@( posedge clk or posedge reset )
begin
	if( reset )	match <= 1'd0;
	else if( fn_input && counter_pat == 4'd1 && pat[0] == DOT ) match <= 1'd1;
	else if( counter_comp_str == (6'd33 - counter_pat) ) match <= 1'd0;
	else if( fn_input && pat[counter_comp_pat-1] == STAR && counter_comp_pat_temp == counter_pat-counter_comp_pat) 
		match <= !fail_temp;
	else if( fn_input && counter_comp_pat == counter_pat ) 
		match <= !fail;
end
always@( posedge clk or posedge reset )
begin
	if( reset ) match_index <= 5'd0;
	else if( fn_input && counter_pat == 4'd1 && pat[0] == DOT ) match_index <= 5'd0;
	else if( fn_input && pat[counter_comp_pat-1] == STAR && counter_comp_pat_temp == counter_pat-counter_comp_pat)  
		match_index <= counter_comp_str;
	else if( fn_input && counter_comp_pat == counter_pat ) 
		match_index <= counter_comp_str;
end
always@( posedge clk or posedge reset )
begin
	if( reset ) valid_temp <= 1'd0;
	else if( valid_temp ) valid_temp <= 1'd0;  
	else if( fn_input &&  counter_pat == 4'd1 && pat[0] == DOT ) valid_temp <= 1'd1;	
	else if( counter_comp_str == (6'd33 - counter_pat) ) valid_temp <= 1'd1;
	else if( fn_input && pat[counter_comp_pat-1] == STAR && counter_comp_pat_temp == counter_pat-counter_comp_pat && fail == 1'd0 ) valid_temp <= 1'd1;
	else if( fn_input && counter_comp_pat == counter_pat && fail == 1'd0 ) valid_temp <= 1'd1;
	else valid_temp <= 1'd0;
end
always@( posedge clk or posedge reset )
begin
	if( reset ) valid <= 1'd0;
	else valid <= valid_temp;
end
endmodule
==> run.sh <==
#!/bin/bash
# OpenROAD 26Q1-2900-gdf79404cd8, Yosys 0.63+post, stock flow scripts
make -C /OpenROAD-flow-scripts/flow DESIGN_CONFIG=/design/flow/config.mk WORK_HOME=/design/flow/orfs finish
==> config.mk <==
export PLATFORM = sky130hd
export DESIGN_NAME = SME
export DESIGN_NICKNAME = SME
export VERILOG_FILES = /design/flow/design.v
export SDC_FILE = /design/flow/constraint.sdc
export NUM_CORES = 4
export LEC_CHECK = 1
export CORE_UTILIZATION = 50
==> constraint.sdc <==
current_design SME

set clk_period 14.8
set clk_io_pct 0.2

create_clock -name clk0 -period $clk_period [get_ports {clk}]

set non_clock_inputs [all_inputs -no_clocks]
set_input_delay [expr $clk_period * $clk_io_pct] -clock clk0 $non_clock_inputs
set_output_delay [expr $clk_period * $clk_io_pct] -clock clk0 [all_outputs]
==> summary.txt <==
Results of an implementation run.

The run stopped with a tool error. Per the run summary, the flow got no further than global routing (5_1_grt). The tool reported: "[ERROR GRT-0116] Global routing finished with congestion. Check the congestion regions in the DRC Viewer".

The first global-routing pass estimated between 200000 and 300000 um of wire. The number of unconstrained endpoints is 1. The CTS report gives the tree buffer count as 38.

The total of buffers placed on input and output ports is 18. Once placement completed, the tool counted placed cells totaling between 3000 and 4000. After synthesis, the chip area reported by Yosys is approximately 26000 um2. Entering global routing, the biggest net connects 92 pins. The cell area that synthesis handed to floorplanning was roughly 26000 um2. The number of global-route vias before repair is roughly 35000. The clock root buffer is sky130_fd_sc_hd__clkbuf_16.

The average instance area after synthesis is between 8 and 9 um2. The total of cells resized after clock tree synthesis is 0. The maximum count of clock buffers along a single path is 3. In this run the number of H-tree levels came out at 2. The count of boundary I/O pins is 19.

The synthesis report gives the async set-or-reset register share as 0.997. The post-synthesis cell count is 3016. The distinct cell type count after synthesis is between 90 and 100.

The post-synth count of flops with an enable pin is 0. Yosys printed 4 warnings. According to the floorplan report, the die width is between 200 and 250 um.

The pre-placement core utilization is 0.510. According to the dpl log, the detail-placed design has an HPWL of roughly 130000 um. Routability-driven placement finished with a final weighted congestion of between 1.5 and 2. Post-CTS timing repair inserted 0 buffers for setup.

The global-route congestion overflow total is approximately 110. The count of unclocked register or latch pins was 1. In the Yosys report the total cell count is about 3000.

The synthesis report names the predominant flop master as sky130_fd_sc_hd__dfrtp_1. Measured along the y axis, the die boundary spans ~230 um. For this design, the CTS-stage hold fixing added 0 buffers. In this run the core area contains slightly above 80 standard-cell rows.

The total of flip-flops plus latches after synthesis is 358. The overall fraction of global-route tracks in use is 0.805.
metrics by stage:
step	cell area, um2	power (mW)	setup slack (ps)	util
floorplan	26400	2.99	1930	-
global placement	28700	4.20	7060	0.555
detailed placement	28700	4.21	6960	0.555
CTS	30100	5.27	6950	0.582
cell families after synthesis:
| family | count (synthesis) | synth area share |
|---|---|---|
| AOI/OAI and AO/OA | 1164 | 0.339 |
| and+or+nand+nor | 1021 | 0.181 |
| DFF | 357 | 0.339 |
| buffers and inverters | 213 | 0.0325 |
| muxes | 119 | 0.0509 |
| xor gates and xnor gates | 84 | 0.0284 |
| adders and majority gates | 57 | 0.0284 |
| latches | 1 | 0.000569 |
layer usage:
layer  overflow  track usage
met1         21        0.859
met2         38        0.885
met3         17        0.746
met4         33        0.659
met5          0        0.572
cell usage after synthesis (all sizes together) (44+ instances only):
cell    count  area (um2)
a22o      304        2660
a221oi    122        1070
o21ai     195         980
nand4      96         601
nand3     118         591
ha         52         651
mux2i      61         611
nor2      293        1110
mux2       51         574
clkbuf    126         475
dfrtp     357        8930
nand2     307        1160
a22oi     148        1110
nor3       57         290
a222oi     44         440
a21oi      72         368
inv        44         165
No activity file was given, so power comes from the tool's default toggle rates.
