==> flow/design.v <==
module LCD_CTRL(clk, reset, cmd, cmd_valid, IROM_Q, IROM_rd, IROM_A, IRAM_valid, IRAM_D, IRAM_A, busy, done);
input clk;
input reset;
input [3:0] cmd;
input cmd_valid;
input [7:0] IROM_Q;
output reg IROM_rd;
output reg [5:0] IROM_A;
output reg IRAM_valid;
output reg [7:0] IRAM_D;
output reg [5:0] IRAM_A;
output reg busy;
output reg done;
reg [5:0] P0;
wire [5:0] P1, P2, P3;
assign P1 = P0 + 6'd1;
assign P2 = P0 + 6'd8;
assign P3 = P0 + 6'd9;
reg [7:0] data[0:63];
reg [6:0] idx;
reg [1:0] cur_state, nx_state;
reg [5:0] counter;
reg [5:0] max_idx, min_idx;
reg [9:0] sum;
parameter cmd_WR = 0, cmd_SU = 1, cmd_SD = 2, cmd_SL = 3, cmd_SR = 4, cmd_MAX = 5, cmd_MIN = 6;
parameter cmd_AVG = 7, cmd_CCR = 8, cmd_CR = 9, cmd_MRX = 10, cmd_MRY = 11;
parameter STATE_RD = 0, STATE_CMD = 1, STATE_OP = 2, STATE_WR = 3;
always@( posedge clk or posedge reset ) 
begin
	if( reset ) cur_state <= STATE_RD;
	else cur_state <= nx_state;
end
always@(*)
begin
	case(cur_state)
		STATE_RD: nx_state = ( IROM_A == 6'd63 )? STATE_CMD : STATE_RD;
		STATE_CMD: 
		begin 
			if( cmd_valid && cmd != 4'd0 ) nx_state = STATE_OP;
			else if( cmd_valid && cmd == 4'd0 ) nx_state = STATE_WR;
			else nx_state = STATE_CMD;
		end
		STATE_OP: nx_state = STATE_CMD;
		STATE_WR: nx_state = STATE_WR;
	endcase
end
always@( posedge clk or posedge reset )  
begin
	if( reset ) IROM_A <= 6'd0;
	else if( cur_state == STATE_RD ) IROM_A <= IROM_A + 6'd1;
end
always@( posedge clk or posedge reset )
begin
	if( reset ) 
	begin
		for(idx = 0; idx < 64; idx = idx+1)
			data[idx] <= 8'd0;
		P0 <= 6'h1b;
	end
	else 
	begin
		case(cur_state)
		STATE_RD: data[IROM_A] <= IROM_Q;
		STATE_CMD: 
		begin
			case(cmd)
			cmd_SU: if( P0 > 6'd7 )P0 <= P0 - 6'd8;
			cmd_SD: if( P0 < 6'h30 )P0 <= P0 + 6'd8;
			cmd_SL:
			begin
				if( P0 == 6'h0 || P0 == 6'h8 || P0 == 6'h10 || P0 == 6'h18 || P0 == 6'h20 || P0 == 6'h28 || P0 == 6'h30 || P0 == 6'h38 )P0 <= P0;
				else P0 <= P0 - 6'd1;
			end
			cmd_SR:
			begin
				if ( P0 == 6'h6 || P0 == 6'he || P0 == 6'h16 || P0 == 6'h1e || P0 == 6'h26 || P0 == 6'h2e || P0 == 6'h36 || P0 == 6'h3e ) P0 <= P0;
                else P0 <= P0 +6'd1;
			end
			cmd_MAX:
			begin
				data[P0] <= data[max_idx];
				data[P1] <= data[max_idx];
				data[P2] <= data[max_idx];
				data[P3] <= data[max_idx];
			end
			cmd_MIN:
			begin
				data[P0] <= data[min_idx];
				data[P1] <= data[min_idx];
				data[P2] <= data[min_idx];
				data[P3] <= data[min_idx];
			end
			cmd_AVG: 
			begin
				data[P0] <= sum[9:2];
				data[P1] <= sum[9:2];
				data[P2] <= sum[9:2];
				data[P3] <= sum[9:2];
			end
			cmd_CCR: 
			begin
				data[P0] <= data[P1];
				data[P2] <= data[P0];
				data[P3] <= data[P2];
				data[P1] <= data[P3];
			end
			cmd_CR:
			begin
				data[P0] <= data[P2];
				data[P1] <= data[P0];
				data[P3] <= data[P1];
				data[P2] <= data[P3];
			end
			cmd_MRX:
			begin
				data[P0] <= data[P2];
				data[P1] <= data[P3];
				data[P2] <= data[P0];
				data[P3] <= data[P1];
			end
			cmd_MRY:
			begin
				data[P0] <= data[P1];
				data[P1] <= data[P0];
				data[P2] <= data[P3];
				data[P3] <= data[P2];
			end
			endcase
		end
		endcase
	end
end
always@(*)
begin
	if( data[P0] >= data[P1] && data[P0] >= data[P2] && data[P0] >= data[P3] ) max_idx = P0;
	else if( data[P1] >= data[P0] && data[P1] >= data[P2] && data[P1] >= data[P3] ) max_idx = P1;
	else if( data[P2] >= data[P0] && data[P2] >= data[P1] && data[P2] >= data[P3] ) max_idx = P2;
	else max_idx = P3;
end
always@(*)
begin
	if( data[P0] <= data[P1] && data[P0] <= data[P2] && data[P0] <= data[P3] ) min_idx = P0;
	else if( data[P1] <= data[P0] && data[P1] <= data[P2] && data[P1] <= data[P3] ) min_idx = P1;
	else if( data[P2] <= data[P0] && data[P2] <= data[P1] && data[P2] <= data[P3] ) min_idx = P2;
	else min_idx = P3;
end
always@(*)
	sum = data[P0] + data[P1] + data[P2] + data[P3];
always@(*)
begin
	case(cur_state)
		STATE_RD:
		begin
			IROM_rd    = 1'd1;
			IRAM_valid = 1'd0;
			busy       = 1'd1;
		end
		STATE_CMD:
		begin
			IROM_rd    = 1'd0;
			IRAM_valid = 1'd0;
			busy       = 1'd0;
		end
		STATE_OP:
		begin
			IROM_rd    = 1'd0;
			IRAM_valid = 1'd0;
			busy       = 1'd1;
		end
		STATE_WR:
		begin
			IROM_rd    = 1'd0;
			IRAM_valid = 1'd1;
			busy       = 1'd1;
		end
	endcase
end
always@( posedge clk or posedge reset )
begin
	if( reset ) begin 
		counter <= 6'd0;
		IRAM_D <= 8'd0;
	end
	else if( cur_state == STATE_WR && IRAM_valid ) begin
		counter <= ( counter == 6'd63 )? 6'd63 : counter + 6'd1;
		IRAM_D <= data[counter];
	end
end
always@( posedge clk or posedge reset)
begin
	if( reset ) IRAM_A <= 6'd0;
	else IRAM_A <= counter;
end
always @( posedge clk )
begin
	if (cur_state == STATE_WR && IRAM_A == 6'd63) done <= 1'd1;
	else done <= 1'd0;
end
endmodule
==> flow/run.sh <==
#!/bin/bash
# OpenROAD 26Q1-2900-gdf79404cd8, Yosys 0.63+post, stock flow scripts
make -C /OpenROAD-flow-scripts/flow DESIGN_CONFIG=/design/flow/config.mk WORK_HOME=/design/flow/orfs finish
==> flow/config.mk <==
export PLATFORM = sky130hd
export DESIGN_NAME = LCD_CTRL
export DESIGN_NICKNAME = LCD_CTRL
export VERILOG_FILES = /design/flow/design.v
export SDC_FILE = /design/flow/constraint.sdc
export NUM_CORES = 4
export LEC_CHECK = 1
export CORE_UTILIZATION = 30
==> flow/constraint.sdc <==
current_design LCD_CTRL

set clk_period 62.1
set clk_io_pct 0.2

create_clock -name clk0 -period $clk_period [get_ports {clk}]

set non_clock_inputs [all_inputs -no_clocks]
set_input_delay [expr $clk_period * $clk_io_pct] -clock clk0 $non_clock_inputs
set_output_delay [expr $clk_period * $clk_io_pct] -clock clk0 [all_outputs]
==> impl_metrics.toml <==
# implementation run metrics
[outcome]
status = "did not finish"
lastStage = "global routing (5_1_grt)"
error = "[ERROR GRT-0116] Global routing finished with congestion. Check the congestion regions in the DRC Viewer."

[logic_synthesis]
synth-main-ff-cell = "dfrtp_1"
topCellsByArea = "dfrtp_1 11%, o21ai_0 10%, a21oi_1 10%"
yosys-stat-cells = 21200
synth_top_area_share_pct = 10.5
edf_count = 0
synth_seq_share_pct = 10.6
ys_warn_count = 2
top_area_cell = "dfrtp_1"
synthArstFlopShare_pct = 99.8
syn_area_per_cell_um2 = 6.10
numSynthFlops = 549
syn_inst = 21200
netlist_area_um2 = 129000
synth_cell_types = 121
yosys_area_um2 = 129000

[clocking]
post_cts_buffers = 0
clockBufferDepth = 4
ctsHoldBuffers = 0
cts_resized = 0
numCtsBuffers = 95
cts_root_buf = "clkbuf_16"
clock-sinks = 549
htree_levels = 3

[placed_design]
hpwl_um = 1520000
gp_congestion = 1.59
port_buffers = 38

[grt]
grt_first_pass_wirelength_um = 2950000
grt_max_degree = 86
grt_pass1_vias = 256000
grt_overflow = 20200
grt_util_all_layers_pct = 100

[die]
die_x_um = 658
ios = 39
row_count = 240
die_h_um = 658
initial_core_util_pct = 30.2
[synth_stat cells (all sizes together) (106+ instances only)]
library cell and number:
a22oi 775, dfrtp 543, a22o 284, a221oi 846, o31ai 114, ha 106
inv 179, nand2 2024, o22ai 379, o221ai 320, o2111ai 260, nand3 567
a32oi 111, buf 700, nor3 532, a31oi 323, o211ai 922, nor2 1707
nor4 238, a21oi 2578, o21ai 2622, a211oi 652, nand4 490, clkbuf 2615
and3 119
[per-stage QoR]
| stage | instance area (µm²) | std cells | setup WS (ns) | utilization (%) | total power [mW] |
|---|---|---|---|---|---|
| after detailed placement | 146000 | 26000 | 44.57 | 34.0 | 33.3 |
| after CTS | 149000 | 26200 | 45.44 | 34.7 | 34.0 |
| after global placement | 145000 | 26000 | 44.54 | 34.0 | 33.5 |
| after floorplan | 129000 | 21200 | 34.37 | - | 13.5 |
[cells by family after synthesis]
family,after synthesis,synth area share [%]
AND-OR/OR-AND,10900,55.5
XOR/XNOR,27,0.189
adder cells (fa/ha/maj),122,1.27
buffers and inverters,3500,10.5
flip-flops,549,10.6
multiplexers,99,0.816
AND/OR/NAND/NOR,5992,21.1
[routing by layer]
layer / GRT overflow / GRT usage (%)
met3: 2856 / 96.6
met1: 2699 / 98.2
met4: 3799 / 98.5
met5: 314 / 90.1
met2: 10500 / 108
No activity file was given, so power comes from the tool's default toggle rates.
